==> /design/flow/design.v <==
module shifter_video_async (
    input clk32,
    input nReset,
    input pixClk,
    input DE,
    input LOAD,
    input [1:0] rez,
    input monocolor,
    input [15:0] DIN,
    output [3:0] color_index
);
wire [15:0] shdout0, shdout1, shdout2, shdout3;
wire [15:0] shcout0, shcout1, shcout2, shcout3;
genvar i;
for(i=0; i<16; i=i+1) begin:sharray
    shifter_cell_a c3(clk32, pixClk, LOAD, Reload, (i == 0) ? shftCin3 : shcout3[i-1], shcout3[i], DIN[i], shdout3[i]);
    shifter_cell_a c2(clk32, pixClk, LOAD, Reload, (i == 0) ? shftCin2 : shcout2[i-1], shcout2[i], shdout3[i], shdout2[i]);
    shifter_cell_a c1(clk32, pixClk, LOAD, Reload, (i == 0) ? shftCin1 : shcout1[i-1], shcout1[i], shdout2[i], shdout1[i]);
    shifter_cell_a c0(clk32, pixClk, LOAD, Reload, (i == 0) ? shftCin0 : shcout0[i-1], shcout0[i], shdout1[i], shdout0[i]);
end
wire notlow = rez[0] | rez[1];
wire shftCout3 = shcout3[15];
wire shftCout2 = shcout2[15];
wire shftCout1 = shcout1[15];
wire shftCout0 = shcout0[15];
wire shftCin3  = ~monocolor & rez[1];
wire shftCin2  = shftCout3 & rez[1] & notlow;
wire shftCin1  = (shftCout3 & ~rez[1] & notlow) | (shftCout2 & rez[1] & notlow);
wire shftCin0  = (shftCout2 & ~rez[1] & notlow) | (shftCout1 & rez[1] & notlow);
assign color_index = { shftCout3, shftCout2, shftCout1, shftCout0 };
reg Reload;
reg load_d1;
always @(posedge LOAD, negedge DE) begin
	if (!DE) load_d1 <= 1'b0;
	else load_d1 <= 1'b1;
end
reg load_d2;
reg reload_delay_n;
always @(posedge pixClk, negedge nReset) begin
	if (!nReset) reload_delay_n <= 1'b0;
	else begin
		reload_delay_n <= ~Reload;
		load_d2 <= load_d1;
	end
end
reg pxCtrEn;
always @(negedge Reload, negedge nReset, posedge load_d2) begin
	if (!nReset) pxCtrEn <= 1'b0;
	else if (load_d2) pxCtrEn <= 1'b1;
	else pxCtrEn <= load_d2;
end
reg [3:0] rdelay;
always @(posedge LOAD, negedge reload_delay_n) begin
	if (!reload_delay_n) rdelay <= 4'b0;
	else rdelay <= { 1'b1, rdelay[3:1] };
end
reg [3:0] pixCntr;
always @(posedge pixClk, negedge rdelay[0]) begin
	if (!rdelay[0]) Reload <= 1'b0;
	else Reload <= &pixCntr;
end
always @(posedge pixClk) begin
	if (pxCtrEn) pixCntr <= pixCntr + 1'h1;
	else pixCntr <= 4'h4;
end
endmodule
module shifter_cell_a (
    input clk32,
    input pixClk,
    input LOAD,
    input Reload,
    input Shin,
    output reg Shout,
    input Din,
    output reg Dout
);
always @(posedge LOAD) begin
	Dout <= Din;
end
always @(posedge pixClk) begin
	Shout <= Reload ? Dout : Shin;
end
endmodule
==> /design/flow/run.sh <==
#!/bin/bash
# OpenROAD 26Q1-2900-gdf79404cd8, Yosys 0.63+post, stock flow scripts
make -C /OpenROAD-flow-scripts/flow DESIGN_CONFIG=/design/flow/config.mk WORK_HOME=/design/flow/orfs finish
==> /design/flow/config.mk <==
export PLATFORM = sky130hd
export DESIGN_NAME = shifter_video_async
export DESIGN_NICKNAME = shifter_video_async
export VERILOG_FILES = /design/flow/design.v
export SDC_FILE = /design/flow/constraint.sdc
export NUM_CORES = 4
export LEC_CHECK = 1
export CORE_UTILIZATION = 50
==> /design/flow/constraint.sdc <==
current_design shifter_video_async

set clk_period 1.0
set clk_io_pct 0.2

create_clock -name clk0 -period $clk_period [get_ports {LOAD}]
create_clock -name clk1 -period $clk_period [get_ports {pixClk}]

set non_clock_inputs [all_inputs -no_clocks]
set_input_delay [expr $clk_period * $clk_io_pct] -clock clk0 $non_clock_inputs
set_output_delay [expr $clk_period * $clk_io_pct] -clock clk0 [all_outputs]
==> impl_metrics.env <==
# flow metrics
export IMPL_syn_area_mm2=0.00393
export IMPL_fin_setup_tns_ps=-9350
export IMPL_wl_um=4920
export IMPL_grt_ovfl_total=0
export IMPL_insertedDiodeCount=0
export IMPL_top_cells_by_count="132 x dfxtp_1, 35 x mux2_4, 25 x mux2_2"
export IMPL_simple_gate_share=0.0178
export IMPL_syn2layout_area_growth_pct=20.0
export IMPL_topCombFamilyByArea="multiplexers"
export IMPL_power_leakage_nw=1.98
export IMPL_untimed_endpoints=1
export IMPL_drive_gt1_frac=0.377
export IMPL_remaining_drc_errors=0
export IMPL_ys_seq_frac=0.732
export IMPL_status="finished with violations"
export IMPL_compound_area_frac=0.00954
export IMPL_synth_cells=237
export IMPL_vias=1738
export IMPL_cts_tree="built"
export IMPL_ant_nets=0
export IMPL_critical_path_required_ps=1210
export IMPL_top_cells_by_area="dfxtp_1 67%, mux2_4 13%, mux2_2 7.2%"
export IMPL_fin_ws_ps=-164
export IMPL_first_pass_iters=4
export IMPL_p_per_area_mw_per_mm2=2150
export IMPL_drv_slew=0
export IMPL_edf_count=1
export IMPL_grt_pass1_wl_um=8680
export IMPL_cp_end_kind="register"
export IMPL_p_comb_frac=0.026
export IMPL_die_x_um=90.7
export IMPL_drv_cap=0
export IMPL_io_buffer_count=25
export IMPL_fin_util=0.634
export IMPL_yosys_area_top_type_share=0.672
export IMPL_synth_seq_cells=141
export IMPL_ir_drop_mv=1.49
export IMPL_initCoreUtil=0.528
export IMPL_synthMuxAreaShare=0.208
export IMPL_crit_arrival_ps=1380
export IMPL_row_count=31
export IMPL_yosysTopAreaCell="dfxtp_1"
export IMPL_synth_stat_cells=237
export IMPL_dp_slack_ps=-164
export IMPL_xor_area_frac=0.00223
export IMPL_drtIter0Drc=24
export IMPL_unclocked_pins=1
export IMPL_synthArstFlopShare=0.0567
export IMPL_gp_congestion=0.694
export IMPL_ioPinCount=28
export IMPL_grt_pass1_vias=1899
export IMPL_hold_viol_final=0
export IMPL_ys_warnings_count=3
export IMPL_grt_max_degree=17
export IMPL_p_sw_frac=0.203
export IMPL_violations="negative setup slack"
export IMPL_netSwitchingPower_mw=2.06
export IMPL_startpoint_type="register"
export IMPL_rsz0062_at_grt="yes"
export IMPL_ys_sh_adder=0.00318
export IMPL_synth_cell_types=24
export IMPL_path_max_fanout=11
export IMPL_ys_chip_area_mm2=0.00393
export IMPL_via_per_inst=4.45
export IMPL_total_power_mw=10.1
export IMPL_clock_skew_ps=8.88
export IMPL_antenna_found_initial=0
export IMPL_hold_path_class="register to asynchronous set/reset pin"
export IMPL_internal_power_mw=8.08
export IMPL_grt_total_usage=0.144
export IMPL_path_clk_slew_ps=70
export IMPL_core_area_mm2=0.00745
export IMPL_wl_per_cell_um=12.6
export IMPL_top_cell="dfxtp_1"
export IMPL_clockPowerShare=0.387
export IMPL_die_h_um=90.7
export IMPL_crit_type="register to register"
export IMPL_warnings=31
export IMPL_die_area_mm2=0.00823
export IMPL_avgSynthCellArea_um2=16.6
export IMPL_pwr_share_seq=0.587
export IMPL_ff_type="dfxtp_1"
export IMPL_setup_viol=64
export IMPL_hpwlAfterDp_um=2740
[what timing repair did]
action,in CTS,in global routing
resized,22,7
endpoints found under the setup margin,68,66
hold endpoints to repair,1,0
hold buffers,1,0
buffers inserted,2,0
cloned,0,0
pin swaps,0,0
[routing by layer]
metal,vias up,global-route usage,part of all wire
met3,12,0.0786,0.078
met5,-,0,0
met1,806,0.205,0.47
met2,42,0.203,0.42
met4,0,0.0336,0.029
li1,878,-,-
[placed cells by master, fill, tap and decap left out, types with 2 or more instances in the layout]
master / instances
mux2_2: 18
dfxtp_2: 4
clkbuf_8: 22
mux2_4: 42
buf_12: 4
conb_1: 2
clkdlybuf4s50_1: 21
nand2_1: 5
a21oi_1: 2
dfxtp_1: 128
buf_4: 7
clkbuf_1: 2
dfrtp_1: 6
nand3b_1: 2
buf_2: 4
clkinv_2: 4
[per-stage QoR]
stage / hold WS (ps) / cells / instance area (µm²)
4_1_cts: 7.70 / 391 / 4690
3_5_place_dp: -0.551 / 360 / 4340
3_3_place_gp: -2.97 / 360 / 4340
6_report: 3.09 / 391 / 4720
5_1_grt: 17.4 / 391 / 4720
2_1_floorplan: -95.6 / 238 / 3950
[power groups by stage]
stage	Sequential [mW]	Clock [mW]	Combinational, mW
final	5.95	3.92	0.263
after global routing	5.98	4.39	0.287
after CTS	5.95	4.12	0.259
[path summary, 6_finish.rpt]
path,from,endpoint,slack (ps),cells past startpoint
min in group clk0,DIN[14],sharray[14].c3.Dout$_DFF_P_,300,1
setup reg to reg,Reload$_DFF_PN0_,sharray[4].c1.Shout$_DFF_P_,-160,2
setup / recovery,Reload$_DFF_PN0_,sharray[4].c1.Shout$_DFF_P_,-160,2
hold / removal,rdelay[0]$_DFF_PN0_,Reload$_DFF_PN0_,3,0
max in group asynchronous,DE,load_d1$_DFF_PN0_,370,2
hold reg to reg,rdelay[0]$_DFF_PN0_,Reload$_DFF_PN0_,3,0
max in group clk0,sharray[15].c1.Shout$_DFF_P_,color_index[1],40,1
min in group clk1,load_d1$_DFF_PN0_,load_d2$_DFFE_PP_,430,0
[cells by family after synthesis]
family,Yosys count
flip-flops,141
multiplexers,61
AND/OR/NAND/NOR,13
buffers and inverters,13
AND-OR/OR-AND,6
adder cells (fa/ha/maj),1
other,1
XOR/XNOR,1
[sequential cells by signal (all words and copies together) (netlist names), 4 cells and up]
register	count
sharray.c1.Shout	16
sharray.c3.Shout	16
rdelay	4
sharray.c1.Dout	16
sharray.c2.Shout	16
sharray.c3.Dout	16
sharray.c0.Shout	16
sharray.c2.Dout	16
sharray.c0.Dout	16
pixCntr	4
[area by class of cell]
type,count,area [µm²]
clock buffer,24,310
tap,99,124
sequential,141,2890
multi-input combinational,84,997
fill,591,2730
clock inverter,4,20.0
inverter,2,7.51
timing repair buffer,37,373
[worst max-delay path: stages (launching register included)]
cell and delay (ps):
dfrtp_4 520, buf_12 170, mux2_2 340
